## /design/flow/run.sh

```bash
#!/bin/bash
# OpenROAD 26Q1-2900-gdf79404cd8, Yosys 0.63+post, stock flow scripts
make -C /OpenROAD-flow-scripts/flow DESIGN_CONFIG=/design/flow/config.mk WORK_HOME=/design/flow/orfs finish
```

## /design/flow/config.mk

```make
export PLATFORM = sky130hd
export DESIGN_NAME = safe
export DESIGN_NICKNAME = safe
export VERILOG_FILES = /design/flow/design.v
export SDC_FILE = /design/flow/constraint.sdc
export NUM_CORES = 4
export LEC_CHECK = 1
export CORE_AREA = 10 10 99 99
export DIE_AREA = 0 0 109 109
```

## /design/flow/constraint.sdc

```tcl
current_design safe

set clk_period 4.9
set clk_io_pct 0.2

create_clock -name clk0 -period $clk_period [get_ports {MAX10_CLK1_50}]

set non_clock_inputs [all_inputs -no_clocks]
set_input_delay [expr $clk_period * $clk_io_pct] -clock clk0 $non_clock_inputs
set_output_delay [expr $clk_period * $clk_io_pct] -clock clk0 [all_outputs]
```

## /design/flow/design.v

```verilog
module fsm_gates (
    input  logic clk,
    input  logic RESETN,
    input  logic ENTER,
    input  logic MATCH,
    output logic LOCKED,
    output logic savePW,
    output logic saveAT,
    output logic [2:0] present_state_bits
);
    logic [2:0] state, next_state;
    always_comb begin
        next_state = state;
        unique case (state)
            3'b000: if (ENTER)                 next_state = 3'b001; 
            3'b001: if (!ENTER)                next_state = 3'b101; 
            3'b101: if (!ENTER)                next_state = 3'b010; 
            3'b010: if (ENTER)                 next_state = 3'b011; 
            3'b011: if (!ENTER && MATCH)       next_state = 3'b100; 
                    else if (!ENTER && !MATCH) next_state = 3'b101;
            3'b100: if (!ENTER)                next_state = 3'b000; 
            default:                           next_state = 3'b000;
        endcase
    end
    always_comb begin
        LOCKED = 0;
        savePW = 0;
        saveAT = 0;
        case (state)
            3'b000: LOCKED = 0;                  
            3'b001: begin savePW = 1; LOCKED = 0; end
            3'b010: LOCKED = 1;                    
            3'b011: begin saveAT = 1; LOCKED = 1; end
            3'b100: LOCKED = 0;                     
            3'b101: LOCKED = 1;                     
            default: LOCKED = 0;
        endcase
    end
    always_ff @(posedge clk or negedge RESETN) begin
        if (!RESETN)
            state <= 3'b000;
        else
            state <= next_state;
    end
    assign present_state_bits = state;
endmodule
module safe (
	 input  logic [9:0] SW,          
    input  logic [1:0] KEY,         
    input  logic       MAX10_CLK1_50, 
    output logic [9:0] LEDR,        
    output logic [7:0] HEX5, HEX4, HEX3, HEX2, HEX1, HEX0
);
	logic savePW, saveAT, LOCKED;
	logic [2:0] present_state_bits;
	logic MATCH;
		 fsm_gates FSM (
			  .clk      (MAX10_CLK1_50),
			  .RESETN   (KEY[0]),
			  .ENTER    (~KEY[1]),
			  .MATCH    (MATCH),
			  .LOCKED   (LOCKED),
			  .savePW   (savePW),
			  .saveAT   (saveAT)
		 );
    logic [9:0] PASSWORD, ATTEMPT; 
	 always_ff @(posedge MAX10_CLK1_50) begin
        if (~KEY[0]) begin            
            PASSWORD <= 10'b0000000000; 
            ATTEMPT  <= 10'b1111111111; 
        end
        else begin
            if (savePW)
                PASSWORD <= SW;      
            if (saveAT)
                ATTEMPT <= SW;        
        end
    end
    assign MATCH = (ATTEMPT == PASSWORD);
    logic [9:0] diff;
    logic [3:0] HINT;
    assign diff = SW ^ PASSWORD;
    always_comb begin
        HINT = 0;
        for (int i = 0; i < 10; i++)
            HINT += diff[i];
    end
    localparam logic [47:0] OPEN_PATTERN   = 48'hFC_C0_8C_86_AB_F7; 
    localparam logic [47:0] LOCKED_PATTERN = 48'hC7_C0_C6_89_86_C0;
    logic [47:0] HEX_DISPLAY;
    always_comb begin
        if (LOCKED)
            HEX_DISPLAY = LOCKED_PATTERN;
        else
            HEX_DISPLAY = OPEN_PATTERN;
        LEDR = 10'b0;
        LEDR[3:0] = HINT; 
		  LEDR[9:4] = {3'b000, present_state_bits};
    end
    assign {HEX5, HEX4, HEX3, HEX2, HEX1, HEX0} = HEX_DISPLAY;
endmodule
```

==> flow_summary.toml <==
# generated from flow reports
[clocking]
cts_tree = "yes"
root_buffer = "clkbuf_8"
htreeDepth = 1
clockBufferDepth = 2
cts_made_buffers = 3
cts_setup_buffers = 0
clk_pin_slew_ps = 80
clock_latency_ps = 260
cts.sinks = 26

[pwr]
p_int_mw = 0.386
power_frac_clock_pct = 23.2
power_frac_comb_pct = 32.1
sw_frac_of_total_pct = 24.8
ir_drop_uv = 83.7
power_density_nw_per_um2 = 252
total_power_mw = 0.513
p_sw_mw = 0.127
p_leak_nw = 0.805
pwr-share-seq_pct = 44.7

[die]
die_h_um = 109
boundaryPins = 71
die_width_um = 109
dieArea_um2 = 11900
fp_util_pct = 22.5
core-area_um2 = 7730
rows = 32

[route]
wl_per_cell_um = 10.9
insertedDiodeCount = 0
drc = 0
viasPerCell = 3.47
ant_nets = 0
vias = 1048
drt_pass1_iterations = 2
drt_iter0_markers = 12
drt-total-wl_um = 3290

[finish]
syn2layout_area_growth_pct = 17.4
layout_top_cell = "conb_1"
stdcell_count = 302
fin_util_pct = 26.4
drive_above_1_share_pct = 11.0
n_fill_cell = 804
layout_top_cells = "conb_1, clkdlybuf4s50_1, dfxtp_1, mux2i_1, xnor2_1"
design_area_um2 = 2040

[place]
detailed_place_hpwl_um = 2620
portBuffers = 37
routabilityCongestion = 0.770
dpl_worst_slack_ps = -571
placed_area_um2 = 1960
dp.cells = 298

[sta]
period_minus_slack_ps = 4770
hold_viol = 0
fin_crit_sh_pct = 97.4
skew_ps = 4.70
hold_slack_ps = 488
setup_viol_count_final = 0
drv_slew = 0
timing.final.ws_setup_ps = 129
maxSlewHeadroom_pct = 53.9
tightestPinTransition_ps = 691
max_freq_ghz = 0.210
fin_tns_setup_ps = 0

[min_path]
worstHoldPathType = "flip-flop to flip-flop"
min_path_cells = 2

[logic_synthesis]
ys_types = 23
ys_cells = 182
synth.avg_cell_area_um2 = 9.55
synthCells = 182
ys_warn_count = 5
syn_area_um2 = 1740
ys_ff = 26
ys_area_um2 = 1740
ys_seq_share_pct = 31.7

[global_routing]
grt_first_pass_wirelength_um = 5080
grt_overflow_total = 0
grt_pass1_vias = 1095
antenna_found_initial = 0
grt_usage_pct = 5.16
grt_start_max_net_pins = 27

[run_status]
status = "finished clean"

[setup_path]
setup.worst_path.class = "input pin to output port"
cp.required_ps = 3920
cp.arrival_ps = 3790
ff2ff_path_depth = 4
critPathMaxFanout = 3
start_kind = "input pin"
endpoint_kind = "output port"

[flow_run]
warnings = 25
max-cap-violations = 0
cell type report:
cell class | count | area, um^2 | area share, %
clock buffers | 4 | 45.0 | 2.21
inverters | 8 | 30.0 | 1.47
flip-flops and latches | 26 | 552 | 27.1
repair buffers | 41 | 377 | 18.5
well taps | 102 | 128 | 6.26
multi-input cells | 121 | 908 | 44.5
logic make-up (layout without fill, tap and decap cells):
family / Yosys count / after routing / share of synthesized area [%]
multiplexers: 20 / 20 / 11.5
other: 2 / 33 / 0.432
XOR/XNOR: 21 / 21 / 10.6
buffers and inverters: 66 / 53 / 26.2
AND/OR/NAND/NOR: 35 / 35 / 9.58
flip-flops: 26 / 26 / 31.7
adder cells (fa/ha/maj): 8 / 8 / 8.35
AND-OR/OR-AND: 4 / 4 / 1.58
final timing paths:
path | start | end | slack, ps
worst max-delay path | SW[1] | LEDR[1] | 130
worst min-delay path | FSM.state[0] | FSM.state[0] | 490
worst max register to register | PASSWORD[0] | FSM.state[4] | 3600
worst min register to register | FSM.state[0] | FSM.state[0] | 490
max in group asynchronous | KEY[0] | FSM.state[0] | 3590
min in group asynchronous | KEY[0] | FSM.state[5] | 1050
flip-flops by register name (all words and copies together), names as in the netlist:
register and cells:
FSM.state 6, ATTEMPT 10, PASSWORD 10
power groups by stage:
stage                 Clock (mW)  Combinational (mW)  Sequential [mW]
final                      0.119               0.165            0.230
after global routing       0.132               0.189            0.231
after CTS                  0.125               0.169            0.230
Yosys cell counts:
cell	count	share of area [%]
xor2_1	2	1.0
buf_2	1	0.29
mux2i_1	20	12
buf_4	55	24
nor3_1	1	0.29
dfstp_2	1	1.5
nor2b_1	10	3.6
inv_1	8	1.7
a21oi_1	2	0.58
conb_1	2	0.43
or3_1	1	0.36
nand2_1	10	2.2
nand3_1	1	0.29
a22o_1	1	0.50
fa_1	6	6.9
nand4_1	2	0.72
nor2_1	10	2.2
o32ai_1	1	0.50
dfrtp_1	5	7.2
ha_1	2	1.4
clkbuf_1	2	0.43
xnor2_1	19	9.6
dfxtp_1	20	23
what timing repair did:
item / 4_1_cts / 5_1_grt
hold buffers: 0 / 0
pin swaps: 9 / 5
setup endpoints to repair: 4 / 1
cloned: 0 / 0
gates resized: 33 / 5
worst max-delay path, cell delays in order:
cell	delay, ps
buf_2	130
xnor2_2	140
fa_1	490
fa_1	570
fa_1	430
inv_1	70
ha_2	170
inv_1	50
fa_2	510
inv_1	30
dlygate4sd2_1	230
routing by layer:
metal | vias to the layer above | GRT usage, % | wire (um)
li1 | 523 | - | -
met1 | 479 | 6.56 | 1380
met2 | 44 | 8.57 | 1510
met3 | 2 | 1.85 | 363
met4 | 0 | 0.471 | 31
met5 | - | 0 | 0
Power figures rest on the tool's default switching activity, not on a simulated workload.

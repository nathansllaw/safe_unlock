==> flow/constraint.sdc <==
current_design fsm_synth

set clk_period 2.0
set clk_io_pct 0.2

create_clock -name clk0 -period $clk_period [get_ports {clk}]

set non_clock_inputs [all_inputs -no_clocks]
set_input_delay [expr $clk_period * $clk_io_pct] -clock clk0 $non_clock_inputs
set_output_delay [expr $clk_period * $clk_io_pct] -clock clk0 [all_outputs]
==> flow/design.v <==
module fsm_synth (
    input  logic clk,
    input  logic RESETN,
    input  logic ENTER,
    input  logic MATCH,
    output logic LOCKED,
    output logic savePW,
    output logic saveAT,
    output logic [2:0] present_state_bits
);
    typedef enum logic [2:0] {
        S0_OPEN              = 3'b000,
        S1_SAVE_PW           = 3'b001,
        S2_LOCKED            = 3'b010,
        S3_SAVE_AT           = 3'b011,
        S4_OPEN_WAIT_RELEASE = 3'b100,
        S5_LOCKED_WAIT_REL   = 3'b101
    } state_t;
    state_t present_state, next_state;
    always_comb begin
        LOCKED = 1'b0;
        savePW = 1'b0;
        saveAT = 1'b0;
        case (present_state)
            S0_OPEN:              LOCKED = 1'b0;
            S1_SAVE_PW:  
				 begin 
				  savePW = 1'b1; 
				  LOCKED = 1'b0; 
				 end
            S2_LOCKED:            LOCKED = 1'b1;
            S3_SAVE_AT:  
				 begin 
				  saveAT = 1'b1; 
				  LOCKED = 1'b1;
				 end
				S4_OPEN_WAIT_RELEASE: LOCKED = 1'b0;
			   S5_LOCKED_WAIT_REL:   LOCKED = 1'b1;
				default:              LOCKED = 1'b0;
        endcase
    end
    always_comb begin
        next_state = present_state;
        unique case (present_state)
            S0_OPEN: if (ENTER) next_state = S1_SAVE_PW;
            S1_SAVE_PW: if (!ENTER) next_state = S5_LOCKED_WAIT_REL;
            S5_LOCKED_WAIT_REL: if (!ENTER) next_state = S2_LOCKED;
            S2_LOCKED: if (ENTER) next_state = S3_SAVE_AT;
            S3_SAVE_AT: 
				 begin
				  if (!ENTER && MATCH) next_state = S4_OPEN_WAIT_RELEASE;
				  else if (!ENTER && !MATCH) next_state = S5_LOCKED_WAIT_REL;
				 end
            S4_OPEN_WAIT_RELEASE: if (!ENTER) next_state = S0_OPEN;
        endcase
    end
    always_ff @(posedge clk) begin
        if (!RESETN)
            present_state <= S0_OPEN;
        else
            present_state <= next_state;
    end
    assign present_state_bits = present_state;
endmodule
==> flow/config.mk <==
export PLATFORM = sky130hd
export DESIGN_NAME = fsm_synth
export DESIGN_NICKNAME = fsm_synth
export VERILOG_FILES = /design/flow/design.v
export SDC_FILE = /design/flow/constraint.sdc
export NUM_CORES = 4
export LEC_CHECK = 1
export CORE_AREA = 10 10 70 70
export DIE_AREA = 0 0 80 80
==> flow/run.sh <==
#!/bin/bash
# OpenROAD 26Q1-2900-gdf79404cd8, Yosys 0.63+post, stock flow scripts
make -C /OpenROAD-flow-scripts/flow DESIGN_CONFIG=/design/flow/config.mk WORK_HOME=/design/flow/orfs finish
==> flow_summary_export.csv <==
group,metric,value,unit
outcome,status,"finished clean",
power_and_ir_drop,p_comb_frac,0.172,
global_routing,grt.overflow.total,0,
setup_path,critPathTopFamily,"buffers and inverters",
layout,area_delta_synth_final,78.5,%
floorplan,die_area,6400,µm²
detailed_routing,via_per_inst,2.71,
floorplan,fp_util,0.0648,
detailed_routing,avgRoutedWirePerCell,7.01,µm
clock_tree,cts-root-buf,"clkbuf_4",
clock_tree,clk_pin_slew,40,ps
detailed_routing,drt_first_pass_iters,3,
setup_path,slowest_delay,450,ps
power_and_ir_drop,intPower,0.162,mW
yosys,area_leaders,"dfxtp_1 27%, a221oi_2 6.8%, ha_1 5.6%",
floorplan,chipHeight,80,µm
setup_path,startpoint_type,"flip-flop",
yosys,ys_chip_area,221,µm²
global_routing,grt_pass1_vias,226,
yosys,ys_seq_share,0.271,
power_and_ir_drop,power.switching,0.0493,mW
layout,largest_register_ffs,3,
final_timing,final.period_utilization,0.944,
global_routing,grt_max_degree,9,
yosys,ys_cells,27,
yosys,edf_count,0,
setup_path,reg2reg_slack,680,ps
min_path,hp-class,"flip-flop to flip-flop",
floorplan,rows,21,
clock_tree,cts_tree,"yes",
yosys,synthCells,27,
setup_path,endpoint_kind,"output port",
power_and_ir_drop,ir_drop,0.000163,V
yosys,async_reset_ff_frac,0,
placed_design,io_buffers,9,
setup_path,worstPathRequired,1600,ps
final_timing,fin_setup_tns,0,ps
detailed_routing,vias,233,
clock_tree,cts_sinks,3,
clock_tree,cts-hold-fix-buffers,0,
power_and_ir_drop,power_leakage,0.139,nW
placed_design,dpl.hpwl,470,µm
global_routing,grt_pass1_wl,1.02,mm
setup_path,critPathArrivalTime,1490,ps
clock_tree,clock_latency,230,ps
layout,top_regs,"present_state: 3 flops",
setup_path,worst_r2r_endpoint,"present_state[0]",
yosys,synthTopCellsByCount,"3 x dfxtp_1, 3 x nor2_1, 2 x inv_1, 2 x nand2_1, 2 x nand2b_1",
power_and_ir_drop,sw_frac_of_total,0.233,
detailed_routing,ant_nets,0,
yosys,synthDistinctLibCells,20,
floorplan,core_area,3420,µm²
detailed_routing,antenna_cells,0,
layout,largest_register,"present_state",
detailed_routing,wl,603,µm
run,warnings,25,
floorplan,top_level_ports,10,
yosys,yosysWarnings,1,
yosys,synthFlopType,"dfxtp_1",
setup_path,crit_path_end,"LOCKED",
final_timing,final-setup-viol-count,0,
setup_path,path_depth,4,
global_routing,antenna_found_initial,0,
yosys,ys_ff,3,
final_timing,hold_viol,0,
final_timing,tightest_slew,278,ps
detailed_routing,drt-initial-drc-count,10,
placed_design,gp_congestion,0.770,
yosys,syn_area,221,µm²
yosys,avgSynthCellArea,8.20,µm²
yosys,netlist.area_leader.share,0.271,
clock_tree,clk_path_buf_depth,2,
power_and_ir_drop,p_per_area,535,nW/µm²
layout,layout-drive-gt1-share,0.150,
clock_tree,cts_setup_buffers,0,
setup_path,reg2regPathDepth,5,
setup_path,slowest_stage,"dfxtp_1",
detailed_routing,drc,0,
placed_design,place_area,369,µm²
final_timing,finalMaxSlewViolations,0,
setup_path,startpoint,"present_state[2]",
run,maxCapViolations,0,
layout,finalInstanceArea,395,µm²
yosys,top_area_cell,"dfxtp_1",
setup_path,r2r-start,"present_state[2]",
final_timing,rsz0062_at_grt,"false",
clock_tree,h-tree-depth,1,
final_timing,layout_min_cycle_time,1890,ps
setup_path,path_cells,"inv_1 > ha_1 > a21o_1 > clkdlybuf4s50_1",
setup_path,path_buffers,2,
clock_tree,cts_resized,0,
floorplan,chipWidth,80,µm
final_timing,worst_clock_skew,0.680,ps
power_and_ir_drop,seqPwrFrac,0.334,
global_routing,grt_usage,0.0190,
setup_path,crit_fanout,8,
final_timing,relSlewSlack,0.814,
setup_path,critPathKind,"flip-flop to output port",
power_and_ir_drop,clockPowerShare,0.494,
clock_tree,cts_buffers,3,
final_timing,fmax,0.530,GHz
[power by group through the flow]
stage	Sequential (mW)	Combinational (mW)	Clock, mW
5_1_grt	0.0715	0.0410	0.113
6_report	0.0707	0.0363	0.104
4_1_cts	0.0707	0.0371	0.111
[worst reg2reg max path: stages, from the launching register on]
cell	delay [ps]
dfxtp_1	450
inv_1	80
ha_1	330
nor2_1	70
o21a_1	180
nor3_2	140
[cells by family (layout without fill, tap and decap cells)]
kind of cell | count (synthesis) | after routing | share of synthesized area
AND-OR/OR-AND | 7 | 7 | 0.249
adder cells (fa/ha/maj) | 1 | 1 | 0.0565
buffers and inverters | 2 | 15 | 0.0339
flip-flops | 3 | 3 | 0.271
AND/OR/NAND/NOR | 14 | 14 | 0.390
[final cells by class]
class	instances	area, µm²
Timing Repair Buffer	9	90.1
Clock buffer	4	26.3
Sequential cell	3	60.1
Tap cell	46	57.6
Inverter	2	7.51
Fill cell	399	3020
Multi-Input combinational cell	22	154
[layer usage]
metal | routed length (µm) | track usage | vias to the layer above
met5 | 0 | 0 | -
met4 | 21 | 0.00704 | 0
met3 | 99 | 0.0114 | 2
met2 | 203 | 0.0257 | 14
met1 | 278 | 0.0239 | 95
li1 | - | - | 122
[per-stage QoR]
| stage | worst slack (ps) | std cells | hold WS [ps] | utilization | power [mW] |
|---|---|---|---|---|---|
| after global placement | 331 | 82 | 573 | 0.108 | 0.109 |
| after floorplan | 827 | 27 | 500 | - | 0.0849 |
| final | 112 | 86 | 579 | 0.116 | 0.211 |
| after CTS | 77.1 | 86 | 579 | 0.116 | 0.218 |
| after global routing | 9.00 | 86 | 622 | 0.116 | 0.225 |
| after detailed placement | 331 | 82 | 574 | 0.108 | 0.108 |
[layout by cell type (no fill, tap or decap), types with 2 or more instances in the layout]
master and instances:
nand2_1 2, inv_1 2, nand2b_1 2, clkbuf_4 3, clkdlybuf4s50_1 9, dfxtp_1 3
nor2_1 3
[worst min path at each step]
stage	startpoint	to	slack, ps	cells after the start
6_report	present_state[0]	present_state[1]	580	2
5_1_grt	present_state[0]	present_state[1]	620	2
4_1_cts	present_state[0]	present_state[1]	580	2
Power figures rest on the tool's default switching activity, not on a simulated workload.
